**flow/config.mk**
```make
export PLATFORM = sky130hd
export DESIGN_NAME = hex
export DESIGN_NICKNAME = hex
export VERILOG_FILES = /design/flow/design.v
export SDC_FILE = /design/flow/constraint.sdc
export NUM_CORES = 4
export LEC_CHECK = 1
export CORE_AREA = 10 10 107 107
export DIE_AREA = 0 0 117 117
```
**flow/constraint.sdc**
```tcl
current_design hex

set clk_period 1.4
set clk_io_pct 0.2

create_clock -name clk0 -period $clk_period [get_ports {clk}]

set non_clock_inputs [all_inputs -no_clocks]
set_input_delay [expr $clk_period * $clk_io_pct] -clock clk0 $non_clock_inputs
set_output_delay [expr $clk_period * $clk_io_pct] -clock clk0 [all_outputs]
```
**flow/design.v**
```verilog
 module hex(
input wire clk,
input wire [1:0] state,
input wire [7:0] HEX0g,
input wire [7:0] HEX5g,
input wire [7:0] HEX4g,
input wire [7:0] HEX2r,
input wire [7:0] HEX5r,
input wire [7:0] HEX4r,
input wire [7:0] HEX3r,
input wire [7:0] HEX0r,
output wire [7:0] HEXf0_w,
output wire [7:0] HEXf1_w,
output wire [7:0] HEXf2_w,
output wire [7:0] HEXf3_w,
output wire [7:0] HEXf4_w,
output wire [7:0] HEXf5_w
);
	reg [7:0] HEXf0;
	reg [7:0] HEXf1;
	reg [7:0] HEXf2;
	reg [7:0] HEXf3;
	reg [7:0] HEXf4;
	reg [7:0] HEXf5;
	always @(posedge clk)
	begin
		case(state)
			2'b00: begin
				HEXf0 = 8'b01111111;			 
				HEXf1 = 8'b10010001;			 
				HEXf2 = 8'b10100001;			 
				HEXf3 = 8'b10001000;			 
				HEXf4 = 8'b10000110;			 
				HEXf5 = 8'b10101111;			 
			end
			2'b01: begin
				HEXf0 = HEX0g;          
				HEXf1 = 8'b11111111;
				HEXf2 = 8'b11111111;
				HEXf3 = 8'b11111111;
				HEXf4 = HEX4g;        
				HEXf5 = HEX5g;
			end
			2'b10: begin
				HEXf0 = HEX0r;          
				HEXf1 = 8'b11111111;
				HEXf2 = HEX2r;
				HEXf3 = HEX3r;        
				HEXf4 = HEX4r;
				HEXf5 = HEX5r;
			end
			default: begin
				HEXf0 = 8'b01111111;
				HEXf1 = 8'b01111111;  
				HEXf2 = 8'b01111111;
				HEXf3 = 8'b01111111;
				HEXf4 = 8'b01111111;
				HEXf5 = 8'b01111111;
			end
		endcase
	end
	assign HEXf0_w = HEXf0;
	assign HEXf1_w = HEXf1;
	assign HEXf2_w = HEXf2;
	assign HEXf3_w = HEXf3;
	assign HEXf4_w = HEXf4;
	assign HEXf5_w = HEXf5;
endmodule
```
**flow/run.sh**
```bash
#!/bin/bash
# OpenROAD 26Q1-2900-gdf79404cd8, Yosys 0.63+post, stock flow scripts
make -C /OpenROAD-flow-scripts/flow DESIGN_CONFIG=/design/flow/config.mk WORK_HOME=/design/flow/orfs finish
```
==> run notes <==
At the floorplan stage, the core utilization is reported as 16.44%. The logs give 737.5 MHz for the highest achievable clock rate and 32.37% for the utilization after layout. Summed over all nets, the switching power comes to 601.6 uW. The final number of max-transition violations is 0.

For the number of global-route vias before repair, the log shows 1636. Adding up every negative setup slack in the final design gives 0 ns. TritonCTS built the clock tree.

The power report attributes to the sequential group a share of 47.1%. The number of antenna violations at the first check in global routing came out at 0. Per the TritonCTS log, the buffer count is 5.

The worst setup path is captured at a primary output. Class of the most critical setup path: reg -> out. Nets still carrying antenna violations after routing amount to 0. Looking at the post-CTS report, the setup buffer insertion count equals 0.

The placeable core area is 0.009196 mm^2. The run gives 414.4 uV as the worst ir drop on vdd. The DRC violation total left in the routed layout is recorded as 0. For the internal cell power, the log shows 2.260 mW. Kind of cell adding the most delay to the critical path: buffers and inverters. Per the synthesis report, the adder-cell share of the synthesized area is 4.967%.

Sequential element share of the synthesized area: 55.63%. In this run the worst setup path terminates at HEXf0_w[3]. For the antenna diode count, the log shows 0. The run gives 0 for the final tally of hold violations.

The CTS log lists the clock sinks for this run as 42. The height of the die is 117 um, and the total iterations of the first detailed-routing run is 6. The run gives 0% for the area fraction in mux cells. With the required time of the worst setup path at 1.12 ns, the combined global-route utilization of all metal layers is 7.892%. For the power share of the combinational group, the log shows 21.6%. The flow reported a cell area power density of 961.3 mW/mm^2. The cell sitting at the root of the clock tree is a clkbuf_8. Dividing the final minimum period by the clock period gives 96.86%.

Per the detailed-route log, wirelength across all metal layers totals 5716 um. The highest cell delay on the worst timing path is 0.46 ns. Buffers placed on the I/O ports in this run total 112.

The first global-routing pass estimated 8424 um of wire. The tools report the number of placement rows as 35. Among the non-sequential cells, simple AND/OR/NAND/NOR gates take the most area. In the Yosys stats the netlist draws on 19 distinct library cells.

The synthesis stat section lists a flop and latch total of 42. The smallest hold slack came out at 0.5347 ns. For reference, XOR and XNOR gates occupy 0% of the area reported after synthesis.

The run gives 21.02% for the proportion of total power due to net switching. Looking at the critical path, the single cell with the biggest stage delay is clkdlybuf4s50_1. The flow ran to the end, and the final reports show no timing, DRC or antenna violations. The per-instance average area after synthesis came out at 10.21 um^2. STA classifies the critical path startpoint as a flop.

Clock-pin slew was measured on the worst setup and hold paths at 0.08 ns. The worst path needs 1.356 ns of the cycle, external delays included. The global route stage reports its total congestion overflow as 0.

The flow measured a signed area growth from synthesis to layout of 96.94%. The leakage power in the latest report is 1.267 nW. The run gives 4769 um for the detailed placer's ending HPWL. I/O pin count: 115. For the maximum number of pins on one net before global-route repair, the log shows 25. Listed in order, past its start point the critical path passes clkdlybuf4s50_1.

The run gives 31.3% for the clock share of power. The mapped netlist covers 0.001511 mm^2. For the number of instances in the synthesized netlist, the log shows 148.

Yosys reports a chip area of 0.001511 mm^2. The setup violation total in the final timing report is 0, and the number of warnings in the stage logs is 30. In this run the worst setup path begins at HEXf0[3]$_DFF_P_. The count of synthesis-stage warnings from yosys was 1.

The cell-mix breakdown from Yosys lists the compound-gate area share as 13.41%. After Yosys synthesis, and, or, nand and nor cells account for 17.30% of the synthesized area. The die covers 0.01369 mm^2. The placement summary gives the final routability congestion estimate as 0.7246. The arrival time of the worst setup path was 1.08 ns.

Once iteration 0 of detailed routing completed, the report listed 60 DRC markers. Per the detail_route report, the via count comes to 1453. After filler insertion, the fill cell instance count of the layout stands at 936. Cells with a size suffix above 1 make up 16.67% of the layout. The run gives 2 for the H-tree depth. Setup repair after global routing left no endpoint under its margin.

The run gives 1 for the maximum fanout along the worst path. The number of buffer and inverter stages on the critical path was 1. Looking at the clock tree report, the maximum root-to-sink buffer count equals 2. The tool flagged a number of max-cap violations equal to 0. The worst hold-check path type is in -> reg.

The routed length per instance came out at 15.00 um. The die outline width was 117 um; the instance count on the critical path was 1. The number of vias per cell was 3.814; the yosys cell count was 148.
routing by layer:
metal,up-vias,global-route usage [%],share of wire [%]
li1,743,-,-
met3,8,3.715,13
met5,-,0,0
met1,633,9.397,39
met4,0,0.9061,1.3
met2,69,13.12,47
worst min path at each step:
stage / startpoint / slack [ns] / end / cells after the start
4_1_cts: HEX2r[0] / 0.53 / HEXf2[0]$_DFF_P_ / 3
5_1_grt: HEX2r[0] / 0.55 / HEXf2[0]$_DFF_P_ / 3
6_report: HEX2r[0] / 0.53 / HEXf2[0]$_DFF_P_ / 3
cells by family after synthesis:
kind of cell,Yosys count
buf+inv,21
flops,42
fa+ha+maj,6
simple gates,53
compound gates,25
other cells,1
placed cells by master, fill, tap and decap left out, types with 5 or more instances in the layout:
| master | netlist | layout |
|---|---|---|
| clkdlybuf4s50_1 | 0 | 96 |
| buf_4 | 7 | 15 |
| clkbuf_8 | 0 | 8 |
| a22oi_1 | 14 | 14 |
| nand3_1 | 12 | 12 |
| ha_1 | 6 | 5 |
| dlymetal6s2s_1 | 0 | 7 |
| nand2_1 | 23 | 23 |
| a221o_1 | 7 | 7 |
| nand3b_1 | 11 | 11 |
| dlygate4sd2_1 | 0 | 9 |
| dfxtp_2 | 0 | 18 |
| dfxtp_1 | 42 | 24 |
worst min-delay path, stage by stage:
cell,delay [ns]
clkdlybuf4s50_1,0.40
nand2_1,0.06
nand2_1,0.04
area by class of cell:
cell class                      count  area, um^2  area share [%]
Multi-Input combinational cell     86       549.3           18.45
Inverter                            4       15.01          0.5044
Clock buffer                        8       110.1           3.699
Timing Repair Buffer              130        1300           43.67
Tap cell                          111       138.9           4.666
Sequential cell                    42       863.3           29.00
flip-flops by register name, summed over array words and instances, names as in the netlist:
name   cells
HEXf0      8
HEXf4      8
HEXf3      8
HEXf2      8
HEXf1      2
HEXf5      8
cell usage after synthesis:
cell type | n | area share (%)
a21oi_1 | 2 | 0.66
a221o_1 | 7 | 4.6
a221oi_1 | 2 | 1.2
a22oi_1 | 14 | 7.0
buf_2 | 6 | 2.0
buf_4 | 7 | 3.5
buf_6 | 2 | 1.5
clkbuf_1 | 2 | 0.50
conb_1 | 1 | 0.25
dfxtp_1 | 42 | 56
ha_1 | 6 | 5.0
inv_1 | 4 | 0.99
nand2_1 | 23 | 5.7
nand2b_1 | 1 | 0.41
nand3_1 | 12 | 4.0
nand3b_1 | 11 | 5.5
nor2_1 | 4 | 0.99
nor2b_1 | 1 | 0.41
nor3_1 | 1 | 0.33
per-stage QoR:
step	total power, mW	setup slack [ns]	cell area [um^2]	cells
3_5_place_dp	2.013	-0.3738	2835	373
6_report	2.862	0.04398	2977	381
2_1_floorplan	1.495	0.01605	1515	149
3_3_place_gp	2.012	-0.3648	2835	373
4_1_cts	2.917	0.007352	2939	381
5_1_grt	3.028	0.0004754	2977	381
repair_timing:
item | CTS | global route
gates resized | 12 | 23
endpoints found under the hold margin | 0 | 0
endpoints found under the setup margin | 24 | 21
pin swaps | 0 | 0
hold buffers | 0 | 0
power by group through the flow:
stage | registers [mW] | logic [mW] | clock network (mW)
after CTS | 1.34 | 0.637 | 0.937
after global routing | 1.36 | 0.678 | 0.988
final | 1.35 | 0.617 | 0.897
Power figures rest on the tool's default switching activity, not on a simulated workload.
