File: design/flow/run.sh
#!/bin/bash
# OpenROAD 26Q1-2900-gdf79404cd8, Yosys 0.63+post, stock flow scripts
make -C /OpenROAD-flow-scripts/flow DESIGN_CONFIG=/design/flow/config.mk WORK_HOME=/design/flow/orfs finish
File: design/flow/config.mk
export PLATFORM = sky130hd
export DESIGN_NAME = Reaction2
export DESIGN_NICKNAME = Reaction2
export VERILOG_FILES = /design/flow/design.v
export SDC_FILE = /design/flow/constraint.sdc
export NUM_CORES = 4
export LEC_CHECK = 1
export CORE_UTILIZATION = 40
File: design/flow/constraint.sdc
current_design Reaction2

set clk_period 3.0
set clk_io_pct 0.2

create_clock -name clk0 -period $clk_period [get_ports {Clock}]

set non_clock_inputs [all_inputs -no_clocks]
set_input_delay [expr $clk_period * $clk_io_pct] -clock clk0 $non_clock_inputs
set_output_delay [expr $clk_period * $clk_io_pct] -clock clk0 [all_outputs]
File: design/flow/design.v
module Reaction2(Clock, state, flag, LEDn, Digit1, Digit0);
	input Clock;
	input [1:0] state;
	output reg flag;
	output wire [9:0] LEDn;
	output wire [6:0] Digit1, Digit0;
	parameter idle = 2'b00;
	parameter delay = 2'b01;
	parameter timing = 2'b10;
	parameter display = 2'b11;
	reg [9:0] led;
	reg [3:0] bcd1, bcd0;
	reg [9:0] myRand;
	reg [9:0] k;
	always @(posedge Clock)
		begin
			if (state == idle)
				begin
					led[9:0] <= 10'b0000000000;
					bcd1 <= 0;
					bcd0 <= 0;
					flag <= 0;
					k <= 0;
					myRand <= myRand + 11;
				end
			else if (state == delay)
				begin
					led[9:0] <= 10'b1000000000;
					bcd1 <= 0;
					bcd0 <= 0;
					myRand <= myRand;
					k <= k + 1;
					if (k > myRand%400)  
						flag <= 1;
					else 
						flag <= 0;
				end
			else if (state == timing)
				begin
					led[9:0] <= 10'b1111111111;
					flag <= 0;
					if (bcd0 == 4'b1001)
						begin
							bcd0 <= 0;
							if (bcd1 == 4'b1001)
								bcd1 <= 0;	
							else
								bcd1 <= bcd1 + 1;
						end
					else
						bcd0 <= bcd0 + 1;
				end
			else if (state == display)
				begin
					led[9:0] <= 10'b1010101010;
					bcd1 <= bcd1;
					bcd0 <= bcd0;
					flag <= 0;
					k <= 0;
					myRand <= 0;
				end
			else  
				begin
					led[9:0] <= 10'b1111100000;
					flag <= 0;
					k <= k;
					myRand <= myRand;
					bcd1 <= 4'b1000;
					bcd0 <= 4'b1000;
				end
		end
		assign LEDn = led;
		seg7 seg1(bcd1, Digit1);
		seg7 seg0(bcd0, Digit0);
endmodule
module seg7 (bcd, leds);
	input [3:0] bcd;
	output reg [1:7] leds;
	always @(bcd)
	begin
		case(bcd)
			0: leds = 7'b0000001;
			1: leds = 7'b1001111;
			2: leds = 7'b0010010;
			3: leds = 7'b0000110;
			4: leds = 7'b1001001;
			5: leds = 7'b0100100;
			6: leds = 7'b0100000;
			7: leds = 7'b0001111;
			8: leds = 7'b0000000;
			9: leds = 7'b0000100;
			default: leds = 7'bx;
		endcase
	end
endmodule
==> flow_metrics.rpt <==
==== FLOW RESULTS ====
----------------------------------------------------
[Logic synthesis]
  Netlist area before placement ........................ 2820 µm²
  Ys cells ........................ 312
  Synthesis warning total ........................ 2
  Average size of a mapped cell ........................ 9.04 µm²
  EDFF count, synth ........................ 10
  Seq share, synth ........................ 0.376
  Post-synthesis sequential element count ........................ 48
  Yosys Chip Area ........................ 2820 µm²
  Top flip-flop cell by instance count after synthesis ........................ sky130_fd_sc_hd__dfxtp_1
  Post-synthesis instance total ........................ 312
  Synth async-reset ratio ........................ 0
  Distinct lib cells ........................ 54

[Setup path]
  Critical path data required time ........................ 3.19 ns
  Worst reg2reg path depth ........................ 12
  Setup slack, reg-to-reg ........................ 0.12 ns
  Arrival time worst endpoint ........................ 3.06 ns
  Critical R2R Launch ........................ myRand[1]
  Largest fanout on the critical path ........................ 5
  Startpoint type of the worst setup path ........................ flip-flop
  Startpoint-to-endpoint class of the critical path ........................ flip-flop to flip-flop
  Type of element capturing the critical path ........................ flip-flop
  R2r endpoint ........................ flag

[Clocking]
  Sinks on Clock Net ........................ 48
  Deepest level of the CTS H-tree ........................ 2
  TritonCTS clock tree ........................ built
  Root Buffer Master ........................ sky130_fd_sc_hd__clkbuf_8
  Clock network latency to the later pin of the worst-skew pair ........................ 0.30 ns
  Maximum buffer depth of the clock tree ........................ 2
  Total CTS buffers ........................ 5
  Clock transition at path regs ........................ 0.08 ns

[Layout]
  Sequential cell area ........................ 1060 µm²
  Share of post-route cells with drive strength above 1 ........................ 0.130
  Combinational gate area ........................ 1640 µm²
  P&R area growth vs syn ........................ 22.8%
  Final core area utilization ........................ 0.510
  Filler Cell Count ........................ 621

[Die]
  Fp_density ........................ 0.415
  Die H ........................ 86.0 µm
  Count of standard-cell rows ........................ 30
  Chip width ........................ 86.0 µm
  Floorplan die area ........................ 7390 µm²
  Top-Level Pins ........................ 28
  Floorplan Core Area ........................ 6790 µm²

[Final timing]
  Setup clock skew after layout ........................ 0.00586 ns
  Transition time at the pin with the least slew margin ........................ 0.588 ns
  Worst-case setup margin in the final layout ........................ 0.122 ns
  Max Clock Freq ........................ 348 MHz
  Normalized max-slew margin ........................ 0.605
  Final setup viols ........................ 0
  Final critical delay including setup and external delays ........................ 2.88 ns
  Total count of max-transition violations in the final report ........................ 0
  Endpoints failing hold ........................ 0
  Share of the clock period used by the worst path ........................ 0.959
  Setup repair after global routing missed its margin ........................ yes
  Final-layout worst hold slack ........................ 0.499 ns

[Placed design]
  Dpl hpwl ........................ 3.75 mm
  Final Wtd Congestion ........................ 0.849
  Worst setup timing slack at the placement stage ........................ -0.00311 ns
  Number of buffers added on ports ........................ 27

[Job]
  Max Cap Viol ........................ 0
  Number of warnings in the stage logs ........................ 40

[Drt]
  Number of DRC markers in iteration 0 ........................ 61
  Number of nets still failing antenna checks after routing ........................ 0
  Avg WL per Cell ........................ 11.1 µm
  DRC violations left ........................ 0
  Wire length after detailed routing ........................ 4.99 mm
  Final antenna diode count ........................ 0
  Via total after detailed routing ........................ 2198
  Vias per cell ........................ 4.87
  Number of optimization iterations in the first detailed-route pass ........................ 5

[Pwr]
  Power share of the clock group ........................ 0.334
  Ratio of total power to cell area ........................ 445 nW/µm²
  Internal Pwr Total ........................ 1.15 mW
  Switch share ........................ 0.257
  NetSw ........................ 396 µW
  P_leak ........................ 1.46 nW
  Sequential group share of total power ........................ 0.466
  Peak ir drop on the vdd network ........................ 0.000265 V
  Post-layout power ........................ 1.54 mW
  Comb pwr share ........................ 0.200

[Global routing]
  Overflow left after global routing ........................ 0
  Global-route wire length before repair ........................ 8.89 mm
  Combined global-route utilization of all metal layers ........................ 0.148
  Number of global-route vias before repair ........................ 2062
  Number of antenna violations at the first check in global routing ........................ 0
  Pin count of the biggest net entering global routing ........................ 16

[Status]
  Result of the run ........................ finished, final reports clean

[Hold path]
  Worst Hold Path EP ........................ k[9]
  Hold Startpoint ........................ k[9]
  Number of instances on the worst hold path ........................ 2
  Path type of the worst min-delay path ........................ flip-flop to flip-flop

----------------------------------------------------
-- power groups by stage --
stage | clock [mW] | sequential (mW) | combinational [mW]
5_1_grt | 0.567 | 0.724 | 0.350
4_1_cts | 0.536 | 0.719 | 0.302
6_report | 0.514 | 0.719 | 0.309
-- area by class of cell --
class | count | share of cell area
Inverter | 21 | 0.0228
Multi-Input combinational cell | 229 | 0.474
Tap cell | 96 | 0.0347
Clock buffer | 7 | 0.0282
Timing Repair Buffer | 49 | 0.126
Clock inverter | 1 | 0.00867
Sequential cell | 48 | 0.306
-- cell usage after synthesis, drive strengths merged (3+ instances only) --
| cell type | n | area (µm²) |
|---|---|---|
| nand4 | 5 | 31.3 |
| buf | 9 | 57.6 |
| nand2 | 24 | 90.1 |
| nor3 | 8 | 50.1 |
| inv | 21 | 78.8 |
| nor2b | 3 | 18.8 |
| and3 | 5 | 31.3 |
| xor2 | 9 | 78.8 |
| or2 | 4 | 25.0 |
| o21a | 9 | 75.1 |
| and2 | 4 | 25.0 |
| o21ai | 12 | 60.1 |
| a21o | 4 | 31.3 |
| xnor2 | 6 | 52.6 |
| nand2b | 4 | 25.0 |
| mux2i | 5 | 50.1 |
| ha | 33 | 413 |
| edfxtp | 10 | 300 |
| a21oi | 18 | 90.1 |
| or3 | 6 | 37.5 |
| nand3 | 3 | 15.0 |
| nor2 | 38 | 143 |
| clkbuf | 5 | 18.8 |
| dfxtp | 38 | 761 |
-- routing by layer --
layer / share of wire / up-vias / routed length, µm / GRT usage
li1: - / 1160 / - / -
met1: 0.51 / 1010 / 2550 / 0.222
met5: 0 / - / 0 / 0
met4: 0.0098 / 0 / 49 / 0.0136
met3: 0.028 / 5 / 141 / 0.0273
met2: 0.45 / 23 / 2250 / 0.240
-- how the worst max path moves through the flow --
| stage | startpoint | to | slack, ns | cells after the start |
|---|---|---|---|---|
| after CTS | myRand[1] | flag | 0.06 | 12 |
| final | myRand[1] | flag | 0.12 | 12 |
| after global routing | myRand[1] | flag | -0.06 | 12 |
-- layout by cell type, fill, tap and decap left out, types with 4 or more instances in the layout --
cell / n
sky130_fd_sc_hd__o21ai_0: 11
sky130_fd_sc_hd__ha_1: 33
sky130_fd_sc_hd__xnor2_1: 6
sky130_fd_sc_hd__nand2_1: 24
sky130_fd_sc_hd__mux2i_1: 5
sky130_fd_sc_hd__nor2_1: 38
sky130_fd_sc_hd__xor2_1: 9
sky130_fd_sc_hd__nand4_1: 5
sky130_fd_sc_hd__inv_1: 20
sky130_fd_sc_hd__and3_1: 5
sky130_fd_sc_hd__buf_4: 22
sky130_fd_sc_hd__a21oi_1: 18
sky130_fd_sc_hd__clkbuf_8: 5
sky130_fd_sc_hd__nand2b_1: 4
sky130_fd_sc_hd__o21a_1: 8
sky130_fd_sc_hd__clkdlybuf4s50_1: 27
sky130_fd_sc_hd__or2_2: 4
sky130_fd_sc_hd__nor3_1: 6
sky130_fd_sc_hd__or3_1: 6
sky130_fd_sc_hd__dfxtp_1: 38
sky130_fd_sc_hd__edfxtp_1: 10
-- state kept, by name, indices dropped and copies added, names as in the netlist --
name and cells:
k 10, myRand 10, Digit0 7, Digit1 7, led 5, bcd0 4, bcd1 4, flag 1
-- critical path, cell delays in order (launching register included) --
cell,delay [ns]
sky130_fd_sc_hd__edfxtp_1,0.40
sky130_fd_sc_hd__inv_2,0.07
sky130_fd_sc_hd__ha_1,0.15
sky130_fd_sc_hd__or3b_4,0.41
sky130_fd_sc_hd__a2111o_1,0.41
sky130_fd_sc_hd__o211ai_2,0.11
sky130_fd_sc_hd__o21a_4,0.17
sky130_fd_sc_hd__mux2i_1,0.17
sky130_fd_sc_hd__o311ai_1,0.11
sky130_fd_sc_hd__ha_1,0.35
sky130_fd_sc_hd__nand4_1,0.13
sky130_fd_sc_hd__o311ai_2,0.23
sky130_fd_sc_hd__a21oi_1,0.06
-- cells by family (layout without fill, tap and decap cells) --
group	Yosys count	in the layout	synth area share
adder cells (fa/ha/maj)	33	33	0.146
buffers and inverters	35	78	0.0550
AND/OR/NAND/NOR	115	115	0.210
AND-OR/OR-AND	59	59	0.140
XOR/XNOR	15	15	0.0466
multiplexers	7	7	0.0257
flip-flops	48	48	0.376
-- per-stage QoR --
stage	TNS [ns]	area, µm²	cells
after detailed placement	-0.00311	3300	442
after global placement	0	3300	442
after floorplan	0	2830	312
final	0	3460	451
after global routing	-0.0598	3460	451
after CTS	0	3430	450
-- what timing repair did --
action	CTS	global route
hold buffers	0	0
pin swaps	0	4
gates resized	1	4
buffers inserted	0	1
endpoints found under the setup margin	1	1
Power figures rest on the tool's default switching activity, not on a simulated workload.
