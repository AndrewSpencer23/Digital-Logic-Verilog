File: /design/flow/design.v
module Rps2(
    input clk,                   
    input [1:0] state,           
    input [3:0] user_move,       
    input [3:0] computer_move,   
    output reg [1:0] result,     
    output reg [9:0] LEDn,       
    output reg [7:0] Digit5,
    output reg [7:0] Digit4,
    output reg [7:0] Digit2,     
    output reg [7:0] Digit1,     
    output reg [7:0] Digit0      
);
    reg [3:0] bcd4;  
    reg [3:0] bcd5;  
    reg result_counters_incremented;  
    initial begin
        Digit4 = 8'b11111111;
        Digit5 = 8'b11111111;
        bcd4 = 4'b0001;
        bcd5 = 4'b0001;
        result_counters_incremented = 1'b0;
    end
    always @(posedge clk) begin
        case (state)
            2'b00: begin  
                LEDn <= 10'b0000000001;   
                Digit0 <= 8'b11000000;   
                Digit1 <= 8'b11111111;   
                Digit2 <= 8'b11111111;   
                result_counters_incremented <= 1'b0;  
            end
            2'b01: begin  
                LEDn <= 10'b0000001110;   
                Digit0 <= 8'b11000000;   
                Digit1 <= 8'b11111111;   
                Digit2 <= 8'b11111111;   
            end
            2'b10: begin  
                if (!result_counters_incremented) begin
                    if (user_move == computer_move) begin
                        bcd4 <= bcd4;
                        bcd5 <= bcd5;
                        if (bcd4 == 4'b1001) bcd4 <= 4'b0000;
                        else if (bcd5 == 4'b1001) bcd5 <= 4'b0000;
                        result <= 1;  
                        Digit0 <= 8'b10100001;     
                        Digit1 <= 8'b10100001;     
                        LEDn <= 10'b1111111111;    
                        case(computer_move)
                            0: Digit2 <= 8'b11001110;  
                            1: Digit2 <= 8'b10001100;  
                            2: Digit2 <= 8'b10010010;  
                        endcase
                    end else if ((user_move == 1 && computer_move == 0) ||
                                 (user_move == 0 && computer_move == 2) ||
                                 (user_move == 2 && computer_move == 1)) begin
                        bcd5 <= bcd5 + 1;   
                        result_counters_incremented <= 1'b1;  
                        bcd4 <= bcd4;
                        if (bcd4 == 4'b1001) bcd4 <= 4'b0000;
                        else if (bcd5 == 4'b1001) bcd5 <= 4'b0000;
                        result <= 2;  
                        LEDn <= 10'b1010101010;  
                        case(computer_move)
                            0: Digit2 <= 8'b11001110;  
                            1: Digit2 <= 8'b10001100;  
                            2: Digit2 <= 8'b10010010;  
                        endcase
                        case(bcd5)
                            4'b0000: Digit5 <= 8'b11000000;
                            4'b0001: Digit5 <= 8'b11111001;
                            4'b0010: Digit5 <= 8'b10100100;
                            4'b0011: Digit5 <= 8'b10110000;
                            4'b0100: Digit5 <= 8'b10011001;
                            4'b0101: Digit5 <= 8'b10010010;
                            4'b0110: Digit5 <= 8'b10000010;
                            4'b0111: Digit5 <= 8'b11111000; 
                            4'b1000: Digit5 <= 8'b10000000;
                            4'b1001: Digit5 <= 8'b10010000;
                        endcase
                        Digit1 <= 8'b10001000;     
                    end else begin
                        bcd4 <= bcd4 + 1;   
                        result_counters_incremented <= 1'b1;  
                        bcd5 <= bcd5;
                        if (bcd4 == 4'b1001) bcd4 <= 4'b0000;
                        else if (bcd5 == 4'b1001) bcd5 <= 4'b0000;
                        result <= 0;  
                        LEDn <= 10'b1111100000;  
                        Digit1 <= 8'b11000111;     
                        Digit1 <= 8'b11000111;     
                        case(computer_move)
                            0: Digit2 <= 8'b11001110;  
                            1: Digit2 <= 8'b10001100;  
                            2: Digit2 <= 8'b10010010;  
                        endcase
                        case(bcd4)
                            4'b0000: Digit4 <= 8'b11000000;
                            4'b0001: Digit4 <= 8'b11111001;
                            4'b0010: Digit4 <= 8'b10100100;
                            4'b0011: Digit4 <= 8'b10110000;
                            4'b0100: Digit4 <= 8'b10011001;
                            4'b0101: Digit4 <= 8'b10010010;
                            4'b0110: Digit4 <= 8'b10000010;
                            4'b0111: Digit4 <= 8'b11111000; 
                            4'b1000: Digit4 <= 8'b10000000;
                            4'b1001: Digit4 <= 8'b10010000;
                        endcase
                    end
                end
            end
            default: begin
                LEDn <= 10'b0000000000;
                Digit0 <= 8'b11111111;   
                Digit1 <= 8'b11111111;   
                Digit2 <= 8'b11111111;   
            end
        endcase
    end
endmodule
File: /design/flow/run.sh
#!/bin/bash
# OpenROAD 26Q1-2900-gdf79404cd8, Yosys 0.63+post, stock flow scripts
make -C /OpenROAD-flow-scripts/flow DESIGN_CONFIG=/design/flow/config.mk WORK_HOME=/design/flow/orfs finish
File: /design/flow/config.mk
export PLATFORM = sky130hd
export DESIGN_NAME = Rps2
export DESIGN_NICKNAME = Rps2
export VERILOG_FILES = /design/flow/design.v
export SDC_FILE = /design/flow/constraint.sdc
export NUM_CORES = 4
export LEC_CHECK = 1
export CORE_UTILIZATION = 50
File: /design/flow/constraint.sdc
current_design Rps2

set clk_period 3.7
set clk_io_pct 0.2

create_clock -name clk0 -period $clk_period [get_ports {clk}]

set non_clock_inputs [all_inputs -no_clocks]
set_input_delay [expr $clk_period * $clk_io_pct] -clock clk0 $non_clock_inputs
set_output_delay [expr $clk_period * $clk_io_pct] -clock clk0 [all_outputs]
==> results.cfg <==
; implementation run metrics
[run_status]
status = finished, final reports clean

[worst_setup_path]
worst-path-buf-inv = 2
rr_worst_depth = 5
cp_max_fo = 9
path_cells = clkdlybuf4s50_1 > nor4b_1 > o31ai_4 > inv_6 > nor2_1 > and3_1
cpLargestDelayFamily = buffers and inverters
r2r-start = bcd5[0]
cp.required_ns = 3.67
rrSetupSlack_ns = 1.82
crit_slowest_cell = clkdlybuf4s50_1
worstSetupPathType = in -> reg
r2r_end = Digit5[2]
cpPeakStageDelay_ns = 0.62
critPathArrivalTime_ns = 2.66
end_kind = register
start_kind = input pin

[placement]
hpwl_um = 2710
dpl.cell_count = 287
place_area_um2 = 2680
port_buffers = 57
gp_congestion = 0.833

[routing]
first_pass_iters = 5
n_antenna_cell = 0
drt_iter0_markers = 85
drtAntennaViolNets = 0
via_count = 1571
wl_per_cell_um = 12.3
drc = 0
post_drt_via_cell_ratio = 5.33
drt_wl_total_um = 3630

[sta]
setup_viol_count_final = 0
fin_crit_ns = 2.68
tightestPinTransition_ns = 0.589
finalCritPeriodShare_pct = 72.5
hold_violations = 0
max_clock_freq_ghz = 0.373
drv_slew = 0
clock_skew_ns = 0.00805
rsz0062_at_grt = no
setup_tns_ns = 0
slew-limit-headroom_pct = 60.3

[final_layout]
layout_top_cells = clkdlybuf4s50_1 (57), edfxtp_1 (34), nand2_1 (20)
instances_no_fill = 295
drive_above_1_share_pct = 5.31
fill_cells = 314
mostFrequentLayoutCell = clkdlybuf4s50_1
final_util_pct = 67.1
area_growth_pct = 25.8
final_area_um2 = 2760

[die]
die_y_um = 68.2
die-area_um2 = 4660
die_w_um = 68.2
core.rowCount = 23
core_um2 = 4120
fp_util_pct = 53.3
io_pins = 63

[worst_hold_path]
worstHoldStart = Digit1[5]
hold_path_depth = 1
hp-class = reg -> reg
min_to = Digit1[5]

[synth]
synth_flop_count = 44
yosysSeqAreaShare_pct = 55.7
ys_area_um2 = 2190
syn_area_per_cell_um2 = 10.9
synth_warnings = 1
synthesis.area_um2 = 2190
top_area_share_pct = 46.5
syn_inst = 202
area_leaders = edfxtp_1 (47%), dfxtp_1 (9.1%), buf_4 (5.8%)
ys_cells = 202
synth.distinct_cells = 44
synth_top_cell_by_area = edfxtp_1

[clock_tree]
cts.sinks = 44
root_buffer = clkbuf_8
postCtsSetupBuffers = 0
cts_buffers = 5
clockBufferDepth = 2
cts_tree = yes
post_cts_resized = 0
clk_pin_slew_ns = 0.08
hold_buffers = 0
clkLatencyLatePin_ns = 0.29
cts_max_level = 2

[global_route]
antenna_found_initial = 0
gr-usage-all-layers_pct = 17.9
grt_pass1_wl_um = 5920
overflow = 0
grt_pass1_vias = 1278
grt_max_degree = 18

[pwr]
p_leak_nw = 1.04
peakVddDrop_uv = 242
fin_total_pwr_mw = 0.950
p_per_area_nw_per_um2 = 344

[job]
warnings = 29
maxCapViolations = 0
==> logic make-up after synthesis <==
kind of cell	share of synthesized area [%]
AOI/OAI and AO/OA	10.2
and+or+nand+nor	16.4
muxes	2.51
DFF	55.7
other	0.171
adders and majority gates	2.28
buffers and inverters	9.64
xor gates and xnor gates	3.19
==> cells in the mapped netlist <==
cell type,number
nand2_4,1
nand2_1,20
nand2b_1,2
inv_1,7
clkbuf_1,9
and2_1,2
nor2_1,16
conb_1,1
a211o_1,1
o21ai_0,12
and3_1,1
and4_1,1
and4b_1,1
or3_1,1
a31oi_1,2
edfxtp_1,34
nor3_1,7
a31o_1,1
or2_2,1
mux2i_1,4
nor3b_1,2
dfxtp_1,10
o31ai_1,1
nor4bb_1,1
o311ai_0,1
a21o_1,2
nand3b_1,1
nand4_1,4
clkinv_1,1
or2_1,1
o21ai_1,2
o31ai_4,1
nand4bb_1,1
nor4b_1,2
a21oi_1,11
o211ai_1,2
inv_6,1
ha_1,4
buf_4,17
nand3_1,2
nor4_2,1
buf_6,1
mux2_4,1
xnor2_1,8
==> flip-flops by register name, summed over array words and instances (netlist names) <==
| register | count |
|---|---|
| bcd5 | 4 |
| Digit4 | 7 |
| LEDn | 6 |
| Digit0 | 3 |
| Digit1 | 5 |
| result_counters_incremented | 1 |
| bcd4 | 4 |
| result | 2 |
| Digit2 | 5 |
| Digit5 | 7 |
==> cell type report <==
class | count | area [µm²] | area share [%]
Clock inverter | 2 | 11.3 | 0.408
Sequential cell | 44 | 1220 | 44.2
Multi-Input combinational cell | 126 | 776 | 28.1
Timing Repair Buffer | 58 | 578 | 20.9
Clock buffer | 6 | 72.6 | 2.63
Inverter | 9 | 38.8 | 1.41
Tap cell | 50 | 62.6 | 2.27
==> how the worst max path moves through the flow <==
| stage | depth (start not counted) | slack, ns | endpoint | start |
|---|---|---|---|---|
| CTS | 6 | 1.00 | Digit4[6] | computer_move[0] |
| global route | 6 | 0.84 | Digit4[4] | computer_move[0] |
| finish | 6 | 1.02 | Digit4[3] | computer_move[0] |
==> power by group <==
group	internal [mW]	switching [mW]
registers	0.550	0.0161
logic	0.0635	0.0381
clock network	0.131	0.151
==> per-layer routing <==
| layer | part of all wire [%] | global-route usage (%) |
|---|---|---|
| met4 | 1.5 | 2.34 |
| met5 | 0 | 0 |
| met1 | 43 | 30.2 |
| met3 | 8.4 | 4.90 |
| met2 | 47 | 25.4 |
==> metrics by stage <==
| step | hold slack [ns] | setup slack [ns] |
|---|---|---|
| floorplan | 0.404 | 1.44 |
| global placement | 0.440 | 0.789 |
| detailed placement | 0.449 | 0.690 |
| CTS | 0.463 | 1.00 |
| global route | 0.479 | 0.842 |
| finish | 0.458 | 1.02 |
No activity file was given, so power comes from the tool's default toggle rates.
